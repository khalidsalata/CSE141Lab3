==> config.mk <==
export PLATFORM = sky130hd
export DESIGN_NAME = register_file
export DESIGN_NICKNAME = register_file
export VERILOG_FILES = /design/flow/design.v
export SDC_FILE = /design/flow/constraint.sdc
export NUM_CORES = 4
export LEC_CHECK = 1
export CORE_UTILIZATION = 50
==> constraint.sdc <==
current_design register_file

set clk_period 16.3
set clk_io_pct 0.2

create_clock -name clk0 -period $clk_period [get_ports {clk}]

set non_clock_inputs [all_inputs -no_clocks]
set_input_delay [expr $clk_period * $clk_io_pct] -clock clk0 $non_clock_inputs
set_output_delay [expr $clk_period * $clk_io_pct] -clock clk0 [all_outputs]
==> design.v <==
`timescale 1ns / 1ps
module register_file#(parameter N=64, parameter W=32, B=$clog2(N))
(
 input clk,
 input wen_i,  
 input [B-1:0] wa_i,  
 input [W-1:0] wd_i,  
 input [B-1:0] ra0_i,  
 input [B-1:0] ra1_i, 
 output [W-1:0] rd0_o,  
 output [W-1:0] rd1_o
);
   logic [W-1:0] rd[N-1:0]; 
   assign rd0_o = rd[ra0_i];
	assign rd1_o = rd[ra1_i]; 
   always_ff @(posedge clk)  
     begin
        if (wen_i)
		  begin
			  rd[wa_i] <= wd_i; 
		  end 
     end
endmodule
==> run.sh <==
#!/bin/bash
# OpenROAD 26Q1-2900-gdf79404cd8, Yosys 0.63+post, stock flow scripts
make -C /OpenROAD-flow-scripts/flow DESIGN_CONFIG=/design/flow/config.mk WORK_HOME=/design/flow/orfs finish
==> qor.yml <==
reg.largest.list: "rd: 2048 flops"
clk_pin_slew_ns: 0.06
largest_reg_flops: 2048
pwr-share-clk: 0.409
wl_um: 291000
grt_max_degree: 88
met1_usage: 0.4479
busiest_layer: "met2"
fp.dieW_um: 436.5
rows: 159
min_path_type: "input port to register"
worst_slew_pin_slew_ns: 0.9819
flop_cell: "edfxtp_1"
hold_depth: 2
regMostFlops: "rd"
logic_area_um2: 31650
grt_overflow: 0
edf_count: 2048
postRouteAntennaNets: 0
arrival_ns: 7.94
drive_gt1_frac: 0.3805
ctsHoldBuffers: 0
numCtsBuffers: 214
pwr-share-comb: 0.086
top_area_cell: "edfxtp_1"
clkSinkCount: 2048
switching_share: 0.2269
cts_tree: "yes"
ys_seq_share: 0.6516
worst_path_most_repeated_cell: "buf_4"
grt_util_met3: 0.3033
area_delta_synth_final_pct: 12.14
seqPwrFrac: 0.505
postSynthCellCount: 4348
synth_top_area_share: 0.6516
fin_crit_ns: 11.20
yosys.cell_types.count: 37
dr.pass1.iters: 7
cap_violations: 0
clk_path_buf_depth: 3
vdd_drop_max_mv: 0.1041
path_cells: "buf_8, buf_4, buf_4, buf_4, mux4_2, mux4_2, o22ai_1, a21oi_1, clkdlybuf4s50_1"
setup_viol: 0
worst_setup_path_start_kind: "input port"
p_sw_mw: 2.626
fill_cells: 13480
slew_headroom: 0.3454
vias: 49650
path_max_fanout: 44
grt_usage: 0.3548
syn_area_per_cell_um2: 21.71
fp.dieH_um: 436.5
htreeDepth: 4
viasPerCell: 6.853
ys_cells: 4348
max_stage_delay_ns: 0.65
whs_endpoint: "rd[55][29]"
post_drt_wl_per_cell_um: 40.17
drt_iter0_markers: 3234
drc_errors: 0
p_leak_nw: 32.96
routabilityCongestion: 0.9055
ctsResizeCount: 0
synth_warnings: 1
grt_use_met2: 0.4818
status: "complete, no violations"
port_buffers: 115
min_from: "wd_i[29]"
yosysChipArea_um2: 94380
powerDensity_nw_per_um2: 109.4
crit_type: "input port to primary output"
timing.final.crit_share: 0.6872
warnings: 26
slew_violations: 0
fin_area_um2: 105800
area_leaders: "edfxtp_1 (65%), mux4_2 (27%), mux2i_1 (2.2%), a22oi_1 (0.68%), buf_2 (0.64%)"
io_pins: 116
rsz0062_at_grt: "no"
max_freq_mhz: 89.27
syn_area_um2: 94380
cp.required_ns: 13.04
regArea_um2: 61500
grt_pass1_vias: 55520
dieArea_um2: 190500
cts_root_buf: "clkbuf_16"
core_area_um2: 187600
finalHoldViolations: 0
end_kind: "primary output"
fp_util: 0.5031
antenna_found_initial: 13
worst_path_max_delay_cell: "buf_4"
placed_cell_area_um2: 99110
ys_async_sr_fraction: 0
grt_pass1_wl_um: 412500
intPower_mw: 8.948
fin_setup_tns_ns: 0
hpwl_um: 168400
post_cts_buffers: 0
numSynthFlops: 2048
[Yosys cell counts, types with 19 or more instances]
master / number
nor2b_1: 19
o211ai_1: 27
buf_4: 55
edfxtp_1: 2048
buf_1: 25
mux4_2: 1124
buf_2: 121
nor2_1: 94
a21oi_1: 58
a22oi_1: 85
o22ai_1: 56
o21ai_1: 31
mux2i_1: 204
clkbuf_1: 135
mux2_2: 36
nand2_1: 93
[power groups by stage]
| stage | Clock (mW) | Sequential (mW) | Combinational (mW) |
|---|---|---|---|
| 4_1_cts | 4.81 | 5.85 | 0.994 |
| 5_1_grt | 4.99 | 5.85 | 1.06 |
| 6_report | 4.74 | 5.85 | 0.992 |
[metrics by stage]
stage	hold WS [ns]	cells	util	setup slack, ns	power (mW)
floorplan	3.359	4348	-	8.049	6.526
global placement	3.923	6842	0.5283	5.001	6.946
detailed placement	3.937	6842	0.5283	4.948	6.948
CTS	3.004	7236	0.5641	4.947	11.65
global route	3.058	7242	0.5641	4.609	11.90
finish	3.050	7245	0.5642	5.098	11.57
[how the worst max path moves through the flow]
stage	from	end	slack, ns	cells after the start
CTS	ra1_i[0]	rd1_o[13]	4.95	9
global route	ra1_i[0]	rd1_o[13]	4.61	9
finish	ra1_i[0]	rd1_o[13]	5.10	9
[cell families (layout without fill, tap and decap cells)]
kind of cell	count (synthesis)	after routing	share of synthesized area
buf+inv	348	741	0.01851
other cells	0	9	0
simple gates	248	248	0.01148
mux	1364	1364	0.2941
flops	2048	2048	0.6516
compound gates	340	340	0.02425
[cells in the final DEF (no fill, tap or decap), types with 18 or more instances in the layout]
| master | n |
|---|---|
| a21oi_1 | 58 |
| a22oi_1 | 85 |
| buf_2 | 33 |
| buf_4 | 227 |
| clkbuf_1 | 49 |
| clkbuf_16 | 219 |
| clkdlybuf4s50_1 | 72 |
| clkinv_1 | 55 |
| clkinv_2 | 38 |
| edfxtp_1 | 2048 |
| mux2_2 | 36 |
| mux2i_1 | 204 |
| mux4_2 | 1124 |
| nand2_1 | 91 |
| nor2_1 | 31 |
| nor2_4 | 63 |
| o211ai_1 | 27 |
| o21ai_0 | 18 |
| o21ai_1 | 31 |
| o22ai_1 | 56 |
[metal layers]
metal	up-vias	wire length [um]
met4	24	10700
met2	3697	134100
met5	-	831
met3	550	59790
met1	25590	85610
li1	19790	-
[final cells by class]
class                      instances  area share
antenna                            9   0.0002128
clock buffer                     268     0.05352
clock inverter                   126    0.009883
inverter                           1  0.00003546
multi-input combinational       1952      0.2991
sequential                      2048      0.5811
tap                             2495     0.02949
timing repair buffer             346     0.02675
[critical path, delay by kind of cell]
| kind | cells | cell delay (ns) |
|---|---|---|
| AOI/OAI and AO/OA | 2 | 0.84 |
| muxes | 2 | 1.05 |
| buffers and inverters | 5 | 2.66 |
Power figures rest on the tool's default switching activity, not on a simulated workload.
